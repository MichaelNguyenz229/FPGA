<file path="design/flow/config.mk">
export PLATFORM = sky130hd
export DESIGN_NAME = alu
export DESIGN_NICKNAME = alu
export VERILOG_FILES = /design/flow/design.v
export SDC_FILE = /design/flow/constraint.sdc
export NUM_CORES = 4
export LEC_CHECK = 1
export CORE_AREA = 10 10 190 190
export DIE_AREA = 0 0 200 200
</file>
<file path="design/flow/constraint.sdc">
current_design alu

set clk_period 29.8
set clk_io_pct 0.2

create_clock -name clk0 -period $clk_period

set non_clock_inputs [all_inputs -no_clocks]
set_input_delay [expr $clk_period * $clk_io_pct] -clock clk0 $non_clock_inputs
set_output_delay [expr $clk_period * $clk_io_pct] -clock clk0 [all_outputs]
</file>
<file path="design/flow/design.v">
module alu
 #(
     parameter DATA_WIDTH = 100
 )   
(
    input [DATA_WIDTH-1:0] a,
    input [DATA_WIDTH-1:0] b,
    input [1:0] mode,
    output logic [DATA_WIDTH-1:0] result
);
logic [DATA_WIDTH-1:0] sum;
logic [DATA_WIDTH-1:0] and_gate;
logic [DATA_WIDTH-1:0] or_gate;
logic [DATA_WIDTH-1:0] not_gate;
assign sum = a[DATA_WIDTH-1:0] + b[DATA_WIDTH-1:0];
assign and_gate = a[DATA_WIDTH-1:0] & b[DATA_WIDTH-1:0];
assign or_gate = a[DATA_WIDTH-1:0] | b[DATA_WIDTH-1:0];
assign not_gate = ~a[DATA_WIDTH-1:0];
always @ *
    case(mode)
        2'b00 : result[DATA_WIDTH-1:0] <= sum[DATA_WIDTH-1:0];
        2'b01 : result[DATA_WIDTH-1:0] <= and_gate[DATA_WIDTH-1:0];
        2'b10 : result[DATA_WIDTH-1:0] <= or_gate[DATA_WIDTH-1:0];
        2'b11 : result[DATA_WIDTH-1:0] <= not_gate[DATA_WIDTH-1:0];
        default: result[DATA_WIDTH-1:0] <= {(DATA_WIDTH-1){1'b0}};
    endcase
endmodule
</file>
<file path="design/flow/run.sh">
#!/bin/bash
# OpenROAD 26Q1-2900-gdf79404cd8, Yosys 0.63+post, stock flow scripts
make -C /OpenROAD-flow-scripts/flow DESIGN_CONFIG=/design/flow/config.mk WORK_HOME=/design/flow/orfs finish
</file>
==> notes.md <==
This note records the results obtained with Yosys and OpenROAD.

CTS
After clock tree synthesis, the setup repair step added 0 buffers. The count of instances resized after the clock tree is built is 0. The count of hold-fix buffers inserted at cts is 0.

Worst hold path
Note that the worst hold path type here is input port to primary output. The worst hold path begins at mode[1]. The end point of the most critical hold path is result[95]. Hold analysis shows the worst path with a depth of 4.

Setup path
The critical path endpoint category is a primary output. The worst endpoint required time is 23.84 ns. On the critical path, the stage with the largest delay is an instance of sky130_fd_sc_hd__a2111oi_1. The critical path contains buffers and inverters numbering 4 combined.

The startpoint kind of the worst setup timing path is an input port. The cell sequence reported for the critical path is clkdlybuf4s50_1 -> ha_1 -> inv_1 -> fa_1 -> nor2b_4 -> o31a_1 -> o2111a_1 -> o21ai_1 -> a2111oi_1 -> buf_4 -> o31ai_2 -> o21ai_1 -> a21oi_2 -> o21bai_2 -> a21oi_2 -> xnor2_1 -> mux4_2 -> clkdlybuf4s50_1. The cell class contributing the biggest share of worst-path delay is AND-OR/OR-AND gates.

Per the timing report, the biggest fanout along the worst path comes to 4. The data arrival at the endpoint of the critical path is 10.54 ns. By startpoint and endpoint, the worst setup path is classified as input port to primary output. On the worst path, the slowest cell contributes a delay of 0.52 ns.

Placement
The routability congestion estimate from global placement is 1.02. Detailed placement finished with a half-perimeter wire length of 37,200 um. After detailed placement, the design holds a cell count of 2,299. Detailed placement reports a standard cell area of 14,100 sq um. The number of port buffers is 302.

STA
Setup repair after global routing left no endpoint under its margin. The tightest hold path in the finished design has a slack of 12.89 ns. Max-slew check failures listed in the final report amount to 0. Timing would allow up to 60.6 MHz. The setup-violating endpoint count in the final report is 0.

The worst-case headroom to the max-slew limit is 0.480. The final timing summary puts the cycle share of the worst path at 0.554. The smallest clock period supported by the final layout is computed as 16.50 ns. The transition time at the pin with the least slew margin is 0.780 ns. The final hold violation count is 0. Setup total negative slack on the finished layout was measured at 0 ns.

Power and ir drop
The highest ir drop seen on vdd is 7.38 uV. The power report puts the leakage power at 6.53 nW. Dividing total power by cell area gives a power density of 19.7 nW/um^2.

Drt
The routed layout has 12.2k vias. The average via count per standard cell is 5.29. The detailed router reported a total wirelength of 43,600 um.

The pre-antenna-repair detailed-routing pass consisted of 5 iterations. The number of nets with antenna violations after detailed routing is 0. Per the detail_route report, routed wire per instance is 19.0 um.

The post-detailed-route DRC marker count is 0. Once iteration 0 of detailed routing completed, the report listed 794 DRC markers.

Layout
The relative area change from synthesis to final layout is 31.0%. The final report gives the core utilization as 0.442. The layout stage reports a final design area of 14,100 sq um. The area used by sequential logic in the layout is 0 sq um. There are 0 flip-flops and latches.

The clock tree buffer count of the final layout is 0. The filler cell count is 3,229. The area of the multi-input gates is 9380 sq um. The post-route non-filler standard cell count is 2,302. Of the cells placed in the final design, the portion with a size suffix greater than 1 is 0.0365.

Synth
Of the post-synthesis cell area, the dominant cell type holds 0.233. The post-synth design cell area is 10,700 sq um. For this run, the number of Yosys warnings is 1. The number of distinct standard cells referenced by the synthesized netlist is 69. The number of cells reported by Yosys stat comes to 1,632. Yosys attributes the largest share of cell area to sky130_fd_sc_hd__ha_1 (23%), sky130_fd_sc_hd__a21oi_1 (9.7%), sky130_fd_sc_hd__inv_1 (9.7%). Looking at area per cell type in the netlist, the leader is sky130_fd_sc_hd__ha_1. Synthesis handed over a netlist of 1,632 instances. The share of the yosys chip area belonging to registers is 0. The synthesized chip area reported by yosys is 10,700 sq um. The mean post-synth cell area is 6.58 sq um.

Global route
The global route stage reports its total congestion overflow as 0. The total routing resource utilization after global routing is 0.215. The number of antenna violations at the first check in global routing was 6.

The number of global-route vias before repair is 11.8k. The first global-routing pass estimated 66,900 um of wire. Entering global routing, the biggest net connects 80 pins.

Floorplan
The total die area is 40,000 sq um. The count of boundary I/O pins is 302. The number of standard-cell rows in the floorplan is 65. The area inside the core boundary is 31,800 sq um. The die is 200 um wide. The starting density of the core is 0.338. The y dimension of the die is 200 um.

Job
The tool warning count for the run is 132. The max-capacitance violation count is 0.

Status
The run finished with clean final reports.
## report_power, final
part	internal, mW	total (mW)	leakage, nW	switching [mW]
sequential	0	0	0	0
clock	0.0000000135	0.0000000135	0.0000190	0
combinational	0.135	0.277	6.53	0.142
total	0.135	0.277	6.53	0.142
## cell type report
| class | count | area share |
|---|---|---|
| multi-input combinational | 1274 | 0.667 |
| tap | 435 | 0.0387 |
| antenna | 3 | 0.000534 |
| timing repair buffer | 312 | 0.220 |
| inverter | 278 | 0.0743 |
## per-layer routing
metal / GRT usage / wire, um / up-vias
li1: - / - / 6138
met1: 0.277 / 18600 / 5586
met2: 0.365 / 20400 / 418
met3: 0.0542 / 4070 / 34
met4: 0.0250 / 458 / 8
met5: 0 / 49 / -
## how the worst max path moves through the flow
stage / startpoint / endpoint / slack, ns / cells past startpoint
finish: a[0] / result[90] / 13.30 / 18
global route: a[0] / result[90] / 13.00 / 18
CTS: a[0] / result[90] / 13.21 / 18
## synth_stat cells (19+ instances only)
cell	number
sky130_fd_sc_hd__o21bai_1	33
sky130_fd_sc_hd__xnor2_1	64
sky130_fd_sc_hd__a21oi_1	209
sky130_fd_sc_hd__nand2_1	159
sky130_fd_sc_hd__nand4_1	40
sky130_fd_sc_hd__a21o_1	39
sky130_fd_sc_hd__clkbuf_1	61
sky130_fd_sc_hd__nor2_1	122
sky130_fd_sc_hd__inv_1	277
sky130_fd_sc_hd__mux4_2	39
sky130_fd_sc_hd__ha_1	200
sky130_fd_sc_hd__o211ai_1	19
sky130_fd_sc_hd__o21ai_0	98
sky130_fd_sc_hd__xor2_1	29
sky130_fd_sc_hd__o21ai_1	28
## cells by family (layout without fill, tap and decap cells)
kind of cell | after synthesis | after routing | share of synthesized area
AND-OR/OR-AND | 531 | 531 | 0.304
XOR/XNOR | 93 | 93 | 0.0758
adder cells (fa/ha/maj) | 201 | 201 | 0.235
buffers and inverters | 358 | 590 | 0.127
multiplexers | 51 | 51 | 0.0930
other | 0 | 3 | 0
AND/OR/NAND/NOR | 398 | 398 | 0.166
## layout by cell type, fill, tap and decap left out, types with 5 or more instances in the layout
| master | n |
|---|---|
| sky130_fd_sc_hd__o21ai_0 | 98 |
| sky130_fd_sc_hd__o21a_1 | 12 |
| sky130_fd_sc_hd__nor3_1 | 16 |
| sky130_fd_sc_hd__clkdlybuf4s50_1 | 300 |
| sky130_fd_sc_hd__mux4_2 | 39 |
| sky130_fd_sc_hd__o21bai_1 | 33 |
| sky130_fd_sc_hd__o31ai_1 | 5 |
| sky130_fd_sc_hd__a21o_1 | 39 |
| sky130_fd_sc_hd__o221ai_1 | 18 |
| sky130_fd_sc_hd__o211ai_1 | 19 |
| sky130_fd_sc_hd__a211oi_1 | 10 |
| sky130_fd_sc_hd__a22o_1 | 8 |
| sky130_fd_sc_hd__o21ai_1 | 28 |
| sky130_fd_sc_hd__nor2_1 | 122 |
| sky130_fd_sc_hd__a221oi_1 | 9 |
| sky130_fd_sc_hd__inv_1 | 277 |
| sky130_fd_sc_hd__nand2_1 | 159 |
| sky130_fd_sc_hd__xor2_1 | 29 |
| sky130_fd_sc_hd__mux2i_1 | 12 |
| sky130_fd_sc_hd__xnor2_1 | 64 |
| sky130_fd_sc_hd__a21oi_1 | 209 |
| sky130_fd_sc_hd__nand4_1 | 40 |
| sky130_fd_sc_hd__buf_4 | 12 |
| sky130_fd_sc_hd__nand3_1 | 16 |
| sky130_fd_sc_hd__nand2b_1 | 8 |
| sky130_fd_sc_hd__ha_1 | 200 |
| sky130_fd_sc_hd__a31oi_1 | 9 |
## per-stage QoR
step	total power [mW]	setup slack, ns
floorplan	0.158	14.93
global placement	0.277	13.24
detailed placement	0.276	13.22
CTS	0.278	13.21
global route	0.307	13.00
finish	0.277	13.30
Power and IR drop assume default switching activity.
