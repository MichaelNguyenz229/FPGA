### design/flow/design.v
module first_practice
(
    input [31:0] a,
    input [31:0] b,
    output [31:0] add_out
);
assign add_out = a + b;
endmodule
### design/flow/run.sh
#!/bin/bash
# OpenROAD 26Q1-2900-gdf79404cd8, Yosys 0.63+post, stock flow scripts
make -C /OpenROAD-flow-scripts/flow DESIGN_CONFIG=/design/flow/config.mk WORK_HOME=/design/flow/orfs finish
### design/flow/config.mk
export PLATFORM = sky130hd
export DESIGN_NAME = first_practice
export DESIGN_NICKNAME = first_practice
export VERILOG_FILES = /design/flow/design.v
export SDC_FILE = /design/flow/constraint.sdc
export NUM_CORES = 4
export LEC_CHECK = 1
export CORE_AREA = 10 10 107 107
export DIE_AREA = 0 0 117 117
### design/flow/constraint.sdc
current_design first_practice

set clk_period 14.5
set clk_io_pct 0.2

create_clock -name clk0 -period $clk_period

set non_clock_inputs [all_inputs -no_clocks]
set_input_delay [expr $clk_period * $clk_io_pct] -clock clk0 $non_clock_inputs
set_output_delay [expr $clk_period * $clk_io_pct] -clock clk0 [all_outputs]
==> impl_metrics.toml <==
# synthesis and place-and-route metrics
[die]
coreArea_sq_um = 9200
chip_area_sq_um = 13700
pin_count = 96
fp_util_pct = 19.0
die_y_um = 117
fp-row-count = 35
chipWidth_um = 117

[grt]
track_usage_pct = 8.81
grt_pass1_vias = 2095
grt.busiest_layer = "met2"
use_met3_pct = 2.94
grt-ovfl-total = 0
antenna_found_initial = 0
grt_pass1_wl_um = 10100
grt_start_max_net_pins = 11
grt_use_met1_pct = 11.1
met2_usage_pct = 15.2

[logic_synthesis]
yosys_cells = 241
ys_warn_count = 0
ys_types = 50
yosys.area_share.simple_pct = 18.3
yosysSeqAreaShare_pct = 0
synth_top_cell_by_area = "ha_1"
ys_area_sq_um = 1740
netlist_instances = 241
compound_area_share_pct = 39.3
muxShareOfSynthArea_pct = 1.15
synth-xor-area-share_pct = 14.1
top_cells_by_area = "ha_1, a21oi_1, a21o_1"
fa_ha_area_share_pct = 23.4
syn_avg_cell_area_sq_um = 7.24
synthesis.area_sq_um = 1740
synth_top_area_share_pct = 22.2
topCombFamilyByArea = "AND-OR/OR-AND gates"

[setup_path]
path_delay_family = "AND-OR/OR-AND gates"
crit_slowest_cell = "clkdlybuf4s50_1"
crit_path_max_incr_delay_ps = 500
criticalPathCategory = "in -> out"
cp-end-kind = "primary output"
crit_fanout = 4
cp.buffers_inverters = 2
cp-start-kind = "input pin"
crit_chain = "clkdlybuf4s50_1 -> ha_1 -> fa_1 -> a21o_1 -> a31o_2 -> nand3_1 -> o221ai_1 -> a311oi_1 -> o21bai_1 -> xor2_1 -> clkdlybuf4s50_1"
worstSetupStartpoint = "a[0]"
crit_required_ps = 11600
cp_common_cell = "clkdlybuf4s50_1"
worstPathArrival_ps = 5870

[finish]
clkbuf_count = 0
fillers = 971
area_growth_pct = 60.5
postLayoutCoreUtil_pct = 30.4
drive_gt1_share_pct = 3.07
regArea_sq_um = 0
final-comb-area_sq_um = 1680
flops = 0

[routing]
detail_route.vias_per_cell = 4.81
initialDrtViolationCount = 77
drc = 0
wire_per_inst_um = 14.4
antenna_cells = 0
ant_nets = 0
vias = 2101
drt_wl_total_um = 6300
dr.pass1.iters = 4

[timing]
hold_ws_ps = 6830
final.min_clock_period_ps = 8770
slew_headroom_pct = 63.9
fin_crit_sh_pct = 60.5
worst_slack_ps = 5730
finalSetupViolCount = 0
rsz0062_at_grt = "no"
hold_violations = 0
worst_pin_slew_ps = 528
slew_viol_final = 0
tns_ps = 0
clock.fmax_mhz = 114

[flow_run]
cap_violations = 0
tool_warnings = 32

[placed_design]
port_buffers = 96
pre_cts_ws_ps = 5690
dpl.hpwl_um = 5600
routabilityCongestion = 0.824

[pwr]
power.leakage_uw = 0.00118
peakVddDrop_mv = 0.0175
power.density_nw_per_um2 = 48.3

[worst_hold_path]
hp-class = "in -> out"
hp-start = "b[0]"

[clock_tree]
cts_resized = 0
postCtsHoldBufs = 0
cts_setup_buffers = 0

[run_status]
status = "finished clean"
[cells in the mapped netlist (2+ instances only)]
library cell and n:
a211oi_1 3, a21o_1 19, a21oi_1 29, a311oi_1 2
a31oi_1 3, buf_2 2, clkbuf_1 8, ha_1 31
inv_1 6, mux2i_1 2, nand2_1 18, nand2b_1 2
nand3_1 10, nand4_1 8, nor2_1 12, nor3_1 4
o211ai_1 3, o21a_1 2, o21ai_0 13, o21bai_1 4
o221ai_1 2, o311ai_1 2, or2_2 3, xnor2_1 13
xor2_1 15
[area by class of cell]
| type | instances | share of cell area (%) |
|---|---|---|
| timing repair buffer | 96 | 34.3 |
| tap | 111 | 4.96 |
| multi-input combinational | 224 | 59.9 |
| inverter | 6 | 0.804 |
[layout by cell type (no fill, tap or decap), drive strengths merged, types with 2 or more instances in the layout]
| cell | Yosys | final |
|---|---|---|
| a21o | 19 | 19 |
| a211oi | 3 | 3 |
| xor2 | 15 | 15 |
| nand4 | 8 | 8 |
| nor2 | 12 | 12 |
| a31oi | 3 | 3 |
| o21ai | 15 | 15 |
| xnor2 | 13 | 13 |
| a21oi | 29 | 29 |
| a311oi | 3 | 3 |
| o211ai | 3 | 3 |
| nor3 | 4 | 4 |
| nand2 | 18 | 18 |
| o21a | 2 | 2 |
| o221ai | 2 | 2 |
| nand2b | 2 | 2 |
| or2 | 3 | 3 |
| mux2i | 2 | 2 |
| o311ai | 2 | 2 |
| inv | 6 | 6 |
| o21bai | 5 | 5 |
| clkdlybuf4s50 | 0 | 96 |
| ha | 31 | 31 |
| nand3 | 10 | 10 |
[where the power goes]
part | leakage [uW] | switching, uW | internal [uW] | total (uW)
clock | 0 | 0 | 0 | 0
sequential | 0 | 0 | 0 | 0
combinational | 0.00118 | 54.7 | 80.5 | 135
[final timing paths]
check / end / slack [ps] / cells past startpoint
worst max-delay path: add_out[26] / 5730 / 11
worst min-delay path: add_out[0] / 6830 / 3
[per-stage QoR]
stage                     cells  power (uW)  area (sq um)
after CTS                   437         138          2800
after global routing        437         151          2800
after floorplan             241        64.1          1740
after global placement      437         137          2800
final                       437         135          2800
after detailed placement    437         136          2800
[cell families after synthesis]
kind of cell               after synthesis
AOI/OAI and AO/OA                       97
and+or+nand+nor                         65
adders and majority gates               32
xor gates and xnor gates                28
buffers and inverters                   17
muxes                                    2
[worst min-delay path: stages]
cell and delay (ps):
clkdlybuf4s50_1 460, ha_1 110, clkdlybuf4s50_1 460
[metal layers]
metal / up-vias / routed length [um]
met5: - / 0
met4: 0 / 0
met3: 0 / 625
met2: 57 / 2840
met1: 953 / 2840
li1: 1091 / -
Power figures rest on the tool's default switching activity, not on a simulated workload.
