==> design/flow/design.v <==
module reg_file
(
    input clk_i,
    input rstn_i,
    input [1:0] wr_addr_i,
    input [7:0] wr_data_i,
    input wren_i,
    input [1:0] rd_addr_i,
    output logic [7:0] rd_data_o
);
logic [3:0] reg_hit;
logic [7:0] register [0:3];   
logic [7:0] rd_data;
always @ (wr_addr_i)
    case (wr_addr_i)
        2'b00: reg_hit[3:0] = 4'b0001;
        2'b01: reg_hit[3:0] = 4'b0010;
        2'b10: reg_hit[3:0] = 4'b0100;
        2'b11: reg_hit[3:0] = 4'b1000;
        default: reg_hit[3:0] = 4'b0000;
    endcase
always @(posedge clk_i or negedge rstn_i)
  begin
    if(~rstn_i)
        register[0] <= 8'h0;
    else if(reg_hit[0] == 1'b1 & wren_i == 1'b1)
        register[0] <= wr_data_i;
  end
always @(posedge clk_i or negedge rstn_i)
  begin
    if(~rstn_i)
        register[1] <= 8'h0;
    else if(reg_hit[1] == 1'b1 & wren_i == 1'b1)
        register[1] <= wr_data_i;
  end
always @(posedge clk_i or negedge rstn_i)
  begin
    if(~rstn_i)
        register[2] <= 8'h0;
    else if(reg_hit[2] == 1'b1 & wren_i == 1'b1)
        register[2] <= wr_data_i;
  end
  always @(posedge clk_i or negedge rstn_i)
  begin
    if(~rstn_i)
        register[3] <= 8'h0;
    else if(reg_hit[3] == 1'b1 & wren_i == 1'b1)
        register[3] <= wr_data_i;
  end
always @ *
    case (rd_addr_i)
        4'h0 : rd_data = register[0];
        4'h1 : rd_data = register[1];
        4'h2 : rd_data = register[2];
        4'h3 : rd_data = register[3];
        default: rd_data = 4'b0000;
endcase
always @(posedge clk_i)
    rd_data_o <= rd_data;
endmodule
==> design/flow/run.sh <==
#!/bin/bash
# OpenROAD 26Q1-2900-gdf79404cd8, Yosys 0.63+post, stock flow scripts
make -C /OpenROAD-flow-scripts/flow DESIGN_CONFIG=/design/flow/config.mk WORK_HOME=/design/flow/orfs finish
==> design/flow/config.mk <==
export PLATFORM = sky130hd
export DESIGN_NAME = reg_file
export DESIGN_NICKNAME = reg_file
export VERILOG_FILES = /design/flow/design.v
export SDC_FILE = /design/flow/constraint.sdc
export NUM_CORES = 4
export LEC_CHECK = 1
export CORE_UTILIZATION = 40
==> design/flow/constraint.sdc <==
current_design reg_file

set clk_period 1.9
set clk_io_pct 0.2

create_clock -name clk0 -period $clk_period [get_ports {clk_i}]

set non_clock_inputs [all_inputs -no_clocks]
set_input_delay [expr $clk_period * $clk_io_pct] -clock clk0 $non_clock_inputs
set_output_delay [expr $clk_period * $clk_io_pct] -clock clk0 [all_outputs]
==> flow_summary.ini <==
; yosys + openroad results
[critical_path]
worst-endpoint-required_ps = 2070
critical_path.endpoint_type = register
arrival_time_reported_for_the_critical_path_endpoint_ps = 1710
reg2reg_depth = 1
timing.critical_path.from_type = primary input
timing.critical_path.cells = clkdlybuf4s50_1 > nor3b_4 > buf_4 > mux2_2
worstPathMaxFanout = 8
reg2reg_to = rd_data_o[2]$_DFF_P_
critical-path-slowest-cell = sky130_fd_sc_hd__clkdlybuf4s50_1
launching_point_of_the_worst_reg2reg_path = register[3][2]$_DFFE_PN0P_
critPathKind = primary input to register
regToRegSetupSlack_ps = 930
cp_max_stage_delay_ps = 560

[routing]
antenna_violating_nets_post_route = 0
finalWirelength_um = 2610
routed_wire_length_per_instance_um = 15.6
detail_route.drc_violations = 0
detailedRoute.firstPassIterationCount = 2
drt_iter0_drc = 16
num_vias = 851
viasPerCell = 5.10
diodes = 0

[final_layout]
drive_gt1_share_pct = 46.2
final_layout_top_logic_cells = sky130_fd_sc_hd__mux2_2, sky130_fd_sc_hd__dfrtp_1, sky130_fd_sc_hd__clkdlybuf4s50_1, sky130_fd_sc_hd__mux4_2, sky130_fd_sc_hd__dfxtp_1
instances_no_fill = 167
finalCoreUtilization_pct = 52.8
synthToLayoutAreaGrowth_pct = 25.6

[sta]
fmax_mhz = 651
finalClockSkew_ps = 3.60
time_the_final_worst_path_needs_with_i_o_delays_and_setup_ps = 1540
slew_viol_final = 0
timing.final.crit_share_pct = 80.9
worst_slew_margin_rel_pct = 73.1
setup_total_negative_slack_ps = 0
timing.final.ws_setup_ps = 364
grt_setup_unrepaired = false
setup-violations-final = 0
final-hold-violation-count = 0
max_slew.worst_pin.slew_ps = 404

[global_routing]
maximum_number_of_pins_on_one_net_before_global_route_repair = 33
antenna_found_initial = 0
number_of_global_route_vias_before_repair = 910
grt.overflow.total = 0
grt_util_all_layers_pct = 15.3
grt_pass1_wl_um = 4490

[power]
power.ir.vdd_worst_uv = 514
cellPowerDensity_nw_per_um2 = 1020
leakagePower_uw = 0.000807

[logic_synthesis]
yosys.stat.chipArea_um2 = 1560
yosys_warnings = 2
yosysUniqueCellTypes = 9
syn-cell-area_um2 = 1560
postSynthAreaPerCell_um2 = 18.2
yosys.stat.seqShare_pct = 61.5
postSynthCellCount = 86
yosys-stat-cells = 86
synth.ff_latch_count = 40

[clock_tree]
cts_hold_buf = 0
cts.path.max_buffers = 2
cts_buffers = 5
post_cts_resize_count = 0
clock.latency.late_pin_ps = 290
worst_setup_hold_path_clk_slew_ps = 70
postCtsSetupBuffers = 0
h_tree_depth = 2
clk_root_buffer_cell = sky130_fd_sc_hd__clkbuf_8
cts_tree = yes
clock-sinks = 40

[floorplan]
floorplan.initialDensity_pct = 42.0
die_w_um = 64.5
die-area_um2 = 4160
design.core.area_um2 = 3720
dieHeight_um = 64.5
floorplan.rows = 22
num_io_pins = 23

[flow_run]
warnings = 25
max_cap_viol_count = 0

[placed_design]
finalWeightedCongestion = 0.749
dp_hpwl_um = 1710
dp_cells = 159
portBuffers = 22
pre_cts_ws_ps = 50.2

[outcome]
run_status = complete, no violations

[worst_hold_path]
hold_path_class = primary input to asynchronous set/reset pin
-- kinds of logic (layout without fill, tap and decap cells) --
family / Yosys count / count (layout) / share of synthesized area [%]
buffers and inverters: 2 / 35 / 0.560
DFF: 40 / 40 / 61.5
muxes: 40 / 40 / 34.6
and+or+nand+nor: 4 / 4 / 3.29
-- final cells by class --
cell class | count | area, um^2
fill | 307 | 1760
tap | 48 | 60.1
sequential | 40 | 961
timing repair buffer | 27 | 258
multi-input combinational | 44 | 592
clock buffer | 8 | 90.1
-- routing by layer --
layer  up-vias  track usage [%]  routed length [um]
li1        383                -                   -
met1       443             23.4                1170
met2        17             24.1                1280
met3         8             3.39                  94
met4         0             3.06                  61
met5         -                0                   0
-- flip-flops by register name (all words and copies together), names as in the netlist --
name       count
register      32
rd_data_o      8
-- worst max-delay path by stage --
stage      start                         end  slack [ps]  cells past startpoint
4_1_cts   wren_i  register[0][1]$_DFFE_PN0P_         370                      4
5_1_grt   wren_i  register[0][3]$_DFFE_PN0P_         320                      4
6_report  wren_i  register[0][1]$_DFFE_PN0P_         360                      4
-- cell usage after synthesis --
library cell	n	area (um^2)
sky130_fd_sc_hd__nand3b_2	2	22.5
sky130_fd_sc_hd__mux2_2	32	360
sky130_fd_sc_hd__mux4_2	8	180
sky130_fd_sc_hd__dfrtp_1	32	801
sky130_fd_sc_hd__nor3b_4	1	18.8
sky130_fd_sc_hd__dfxtp_1	8	160
sky130_fd_sc_hd__nand3_2	1	10.0
sky130_fd_sc_hd__buf_1	1	3.75
sky130_fd_sc_hd__buf_2	1	5.00
-- critical path, delay by kind of cell --
family        cells  cell delay [ps]
mux               1              350
buf+inv           2              780
simple gates      1              200
-- where the power goes --
group	total (uW)	switching (uW)	internal, uW
combinational	345	86.9	258
clock	560	264	296
sequential	1090	66.5	1020
total	1990	417	1570
-- metrics by stage --
stage	cell area, um^2	power [uW]	hold WS (ps)
floorplan	1560	1280	84.4
global placement	1870	1450	482
detailed placement	1870	1460	489
CTS	1960	2020	503
global route	1960	2110	513
finish	1960	1990	490
Power figures rest on the tool's default switching activity, not on a simulated workload.
